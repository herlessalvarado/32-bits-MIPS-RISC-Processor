File: design/flow/config.mk
export PLATFORM = sky130hd
export DESIGN_NAME = data_mux_reg
export DESIGN_NICKNAME = data_mux_reg
export VERILOG_FILES = /design/flow/design.v
export SDC_FILE = /design/flow/constraint.sdc
export NUM_CORES = 4
export LEC_CHECK = 1
export CORE_AREA = 10 10 95 95
export DIE_AREA = 0 0 105 105
File: design/flow/constraint.sdc
current_design data_mux_reg

set clk_period 1.5
set clk_io_pct 0.2

create_clock -name clk0 -period $clk_period

set non_clock_inputs [all_inputs -no_clocks]
set_input_delay [expr $clk_period * $clk_io_pct] -clock clk0 $non_clock_inputs
set_output_delay [expr $clk_period * $clk_io_pct] -clock clk0 [all_outputs]
File: design/flow/design.v
module data_mux_reg(data,aluout,lui,pcaddress,MemToReg,finalres);
input [0:31] data,aluout,lui,pcaddress;
input [0:1] MemToReg;
output [0:31] finalres;
assign finalres = MemToReg == 0? aluout:
	MemToReg == 2? lui:
	MemToReg == 3? pcaddress:
	MemToReg == 1? data : 0;
endmodule
File: design/flow/run.sh
#!/bin/bash
# OpenROAD 26Q1-2900-gdf79404cd8, Yosys 0.63+post, stock flow scripts
make -C /OpenROAD-flow-scripts/flow DESIGN_CONFIG=/design/flow/config.mk WORK_HOME=/design/flow/orfs finish
==> flow_metrics.env <==
# implementation run metrics
export IMPL_status="finished with violations"
export IMPL_violations="negative setup slack"
export IMPL_portBuffers=162
export IMPL_dieWidth_um=105
export IMPL_cp_slowest_cell="mux4_2"
export IMPL_nFillCells=743
export IMPL_area_sequential_um2=0
export IMPL_crit_chain="buf_12 > buf_12 > buf_8 > mux4_2 > buf_2"
export IMPL_common_cells="mux4_2, buf_12, buf_2, mux4_1, buf_6"
export IMPL_wirelength_um=6780
export IMPL_setup_violations=19
export IMPL_whs_ns=1.08
export IMPL_finalPower_mw=0.577
export IMPL_setup_tns_ns=-1.12
export IMPL_p_comb_share_pct=100.0
export IMPL_place_gp_congestion=0.868
export IMPL_critPathMostFrequentCell="buf_12"
export IMPL_hold_class="input pin to output pin"
export IMPL_num_vias=1171
export IMPL_grt_usage_pct=11.7
export IMPL_ios=162
export IMPL_power_leakage_nw=1.12
export IMPL_top_area_cell="mux4_2"
export IMPL_die_y_um=105
export IMPL_post_route_util_pct=34.2
export IMPL_layout_min_cycle_time_ns=1.59
export IMPL_postRouteAntennaNets=0
export IMPL_fin_cells=303
export IMPL_grt_pass1_vias=1474
export IMPL_synth_cell_type_count=5
export IMPL_clkbuf_count=0
export IMPL_wl_per_cell_um=22.4
export IMPL_top_layer="met3"
export IMPL_max_freq_mhz=628
export IMPL_ys_seq_share_pct=0
export IMPL_tightest_slew_ns=0.158
export IMPL_p_int_mw=0.417
export IMPL_grt_pass1_wl_um=9740
export IMPL_core_area_mm2=0.00691
export IMPL_ys_warn_count=0
export IMPL_maxSlewViolCount=0
export IMPL_holdBufCountCts=0
export IMPL_placedInstanceArea_mm2=0.00252
export IMPL_area_leaders="mux4_2, buf_12, mux4_1"
export IMPL_drtPass1Iterations=4
export IMPL_route_met3_wl_um=668
export IMPL_rows=30
export IMPL_drt_met1_wl_um=2670
export IMPL_swShare_pct=27.7
export IMPL_end_kind="output pin"
export IMPL_required_ns=1.20
export IMPL_yosysCellCount=39
export IMPL_cp_arrival_ns=1.29
export IMPL_avgSynthCellArea_um2=20.9
export IMPL_setup_slack_ns=-0.0918
export IMPL_relSlewSlack_pct=89.6
export IMPL_p_sw_mw=0.160
export IMPL_max_stage_delay_ns=0.52
export IMPL_worstPathMaxFanout=5
export IMPL_antenna_found_initial=1
export IMPL_yosysTopAreaCellShare_pct=82.9
export IMPL_seq_cell_count=0
export IMPL_dpl_hpwl_um=6120
export IMPL_wl_met2_um=3440
export IMPL_drtIter0Drc=21
export IMPL_most_common_cell="mux4_2"
export IMPL_initial_utilization_pct=11.8
export IMPL_powerDensity_mw_per_mm2=245
export IMPL_syn_area_um2=815
export IMPL_drive_above_1_share_pct=37.9
export IMPL_startpoint_type="input pin"
export IMPL_cap_viol_max_count=0
export IMPL_ys_area_um2=815
export IMPL_design_area_mm2=0.00236
export IMPL_syn_inst=39
export IMPL_timing_final_crit_share_pct=106
export IMPL_final_hold_viol_count=0
export IMPL_max_vdd_ir_drop_uv=86.5
export IMPL_drc=0
export IMPL_crit_type="input pin to output pin"
export IMPL_overflow=0
export IMPL_area_delta_synth_final_pct=190
export IMPL_dieArea_mm2=0.0110
export IMPL_clockPowerShare_pct=0
export IMPL_p_seq_share_pct=0
export IMPL_dpl_cell_count=293
export IMPL_rsz0062_at_grt="yes"
export IMPL_dp_worst_setup_slack_ns=-0.637
export IMPL_grt_max_degree=17
export IMPL_via_per_inst=3.86
export IMPL_warnings=34
-- power by group through the flow --
stage / registers, mW / logic, mW / clock network [mW]
4_1_cts: 0 / 0.592 / 0
5_1_grt: 0 / 0.624 / 0.0000000891
6_report: 0 / 0.577 / 0.0000000891
-- final timing paths --
kind,startpoint,to,slack [ns],cells past startpoint
worst max-delay path,MemToReg[0],finalres[27],-0.09,5
worst min-delay path,aluout[10],finalres[10],1.08,3
-- kinds of logic (layout without fill, tap and decap cells) --
| family | Yosys count | after routing | share of synthesized area [%] |
|---|---|---|---|
| other | 0 | 1 | 0 |
| muxes | 32 | 32 | 89.4 |
| buffers and inverters | 7 | 174 | 10.6 |
-- critical path: cells and delay by family --
family / cells / cell delay [ns]
multiplexers: 1 / 0.52
buffers and inverters: 4 / 0.46
-- per-layer routing --
| metal | up-vias | track usage, % |
|---|---|---|
| li1 | 544 | - |
| met1 | 543 | 13.9 |
| met3 | 0 | 4.35 |
| met4 | 0 | 0 |
| met2 | 84 | 21.1 |
| met5 | - | 0 |
-- final cells by class --
class                      count  area, µm²  area share [%]
timing repair buffer         174       1520            64.3
multi-input combinational     32        721            30.5
antenna                        1       2.50           0.106
tap                           96        120            5.09
-- layout by cell type, fill, tap and decap left out, drive strengths merged --
cell / synthesis / final
buf: 7 / 46
diode: 0 / 1
dlygate4sd2: 0 / 128
mux4: 32 / 32
-- timing repair --
item | 4_1_cts | 5_1_grt
gates resized | 246 | 0
hold endpoints to repair | 0 | 0
setup endpoints to repair | 32 | 28
gates cloned | 2 | 0
pin swaps | 0 | 0
setup buffers | 7 | 0
Power is estimated from default activity; no workload was simulated.
