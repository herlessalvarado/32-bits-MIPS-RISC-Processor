==> design/flow/design.v <==
module rad1_mux_pc(in1,in2,func,out);
input [0:31] in1;
input [0:31] in2;
input [0:5] func;
output reg [0:31] out;
always@(*)
    if(func == 6'b001000)
		out = in2;
	else
		out = in1;
endmodule
==> design/flow/run.sh <==
#!/bin/bash
# OpenROAD 26Q1-2900-gdf79404cd8, Yosys 0.63+post, stock flow scripts
make -C /OpenROAD-flow-scripts/flow DESIGN_CONFIG=/design/flow/config.mk WORK_HOME=/design/flow/orfs finish
==> design/flow/config.mk <==
export PLATFORM = sky130hd
export DESIGN_NAME = rad1_mux_pc
export DESIGN_NICKNAME = rad1_mux_pc
export VERILOG_FILES = /design/flow/design.v
export SDC_FILE = /design/flow/constraint.sdc
export NUM_CORES = 4
export LEC_CHECK = 1
export CORE_AREA = 10 10 70 70
export DIE_AREA = 0 0 80 80
==> design/flow/constraint.sdc <==
current_design rad1_mux_pc

set clk_period 5.2
set clk_io_pct 0.2

create_clock -name clk0 -period $clk_period

set non_clock_inputs [all_inputs -no_clocks]
set_input_delay [expr $clk_period * $clk_io_pct] -clock clk0 $non_clock_inputs
set_output_delay [expr $clk_period * $clk_io_pct] -clock clk0 [all_outputs]
==> results.txt <==
The flow run is done. The final max-slew violation count recorded for this run is 0. Core utilization at floorplan landed at 15.5%. The core region is 3420 um^2. Number of maximum-capacitance constraint violations landed at 0. In the finished design the tool counted flip-flops and latches totalling 0. Setup repair after global routing left no endpoint under its margin. Final-report setup violation count landed at 0. Floorplan die width landed at 80 um.

The run finished with clean final reports. According to the floorplan log, the row count is 21. The worst setup path is launched from an input port. Power density over the cells landed at 63.3 nW/um^2.

The layout report lists the combined flip-flop and latch area as 0 um^2. Via count of the first global-routing pass landed at 747. Overall power after layout landed at 0.101 mW.

The cell that appears most often on the critical path is sky130_fd_sc_hd__clkdlybuf4s50_1. Static leakage power landed at 0.713 nW. Count of warning messages emitted by the tools landed at 32. Global placement routability congestion landed at 0.794. The worst path in the final design needs a cycle of 4.27 ns, including I/O delays and setup. Final wirelength landed at 2.82 mm.

During I/O placement, the number of pins put on the boundary was 102. The die is 80 um tall. Relative slew slack landed at 66.1%. Layout overhead on the synthesized area landed at 201%. Overall fraction of global-route tracks in use landed at 7.97%. Share of synthesized area occupied by flip-flops and latches landed at 0%. Number of standard cells reported by yosys landed at 37. Detailed router's first-iteration violation count landed at 9.

Of the cells placed in the final design, the portion with a size suffix greater than 1 is 25.5%. Count of antenna diodes in the layout landed at 0. Count of warnings emitted by yosys landed at 1. The first global-routing pass estimated 4.16 mm of wire. Dividing the detail-routed via count by the number of cells gives 3.72.

Final non-filler cell total landed at 183. Sum of negative setup slack landed at 0 ns. For this run, the slowest stage of the critical path takes 0.42 ns. The worst path meets setup with 0.933 ns of slack. Maximum clock frequency landed at 0.234 GHz.

At the pin with the least slew margin, the transition time is 0.505 ns. Period utilization landed at 82.0%. Data on the critical path is required at its endpoint by 4.16 ns. First-pass iteration count of the detailed router landed at 2. Number of cells in the design after placement landed at 183. The synthesized netlist contains 5 unique library cells. The chip occupies 6400 um^2. Once detail routing completed, the nets flagged for antenna violations numbered 0.

The layout has 0 clock buffers. Note, the detailed placer reported a final HPWL of 2.62 mm. Via total after detailed routing landed at 681. The post-CTS hold buffer count recorded in the log is 0. Max fanout on the critical path was recorded as 20. The critical path goes through clkdlybuf4s50_1, nor4_2, nand3b_2, buf_12, mux2_4, clkdlybuf4s50_1. Recorded from the global router log, the overflow total was 0. Number of cells produced by synthesis landed at 37. Counting the fill cells in the layout gives 322. Looking at the VDD voltage map, the peak drop is 0.0215 mV. Minimum setup slack after placement landed at 0.899 ns. Pin count of the biggest net entering global routing landed at 21. Summing every instance area after synthesis gives 531 um^2. The synthesized netlist has a Yosys-reported chip area of 531 um^2. Mean instance size in the synthesized netlist landed at 14.3 um^2. Number of port buffers landed at 102.

Post-route worst hold slack landed at 3.11 ns. The number of antenna violations at the first check in global routing came to 0. The largest individual stage delay along the critical path comes from the cell sky130_fd_sc_hd__nand3b_2. Post-CTS repair changed the size of 0 cells. TritonRoute output was used to compute an average wire per cell of 15.4 um.

STA classifies the critical path endpoint as an output pin. Count of unresolved DRC violations after routing landed at 0. The path class of the tightest hold or removal check is input port to output pin. Per the final timing report, the hold violations number 0. The worst setup path is of the input port to output pin kind. According to the timing report, the arrival time at the worst endpoint equals 3.23 ns. Post-CTS setup-driven buffer insertion count landed at 0.
synth_stat cells:
master / n / share of area (%)
sky130_fd_sc_hd__mux2_2: 2 / 4.2
sky130_fd_sc_hd__buf_6: 3 / 6.4
sky130_fd_sc_hd__mux2_4: 30 / 85
sky130_fd_sc_hd__nand3b_2: 1 / 2.1
sky130_fd_sc_hd__nor4_2: 1 / 2.4
power by group:
part	total, mW	switching [mW]	internal [mW]
registers	0	0	0
clock network	0	0	0
logic	0.101	0.0145	0.0864
cell type report:
cell class	count	area (um^2)	area share, %
Tap cell	46	57.6	3.61
Timing Repair Buffer	103	1040	65.3
Multi-Input combinational cell	34	497	31.1
path summary, 6_finish.rpt:
kind                  slack [ns]  cells past startpoint     from       to
worst min-delay path        3.11                      3  in2[13]  out[13]
worst max-delay path        0.93                      6  func[4]   out[2]
placed cells by master, fill, tap and decap left out:
master / n
sky130_fd_sc_hd__clkdlybuf4s50_1: 102
sky130_fd_sc_hd__nand3b_2: 1
sky130_fd_sc_hd__buf_12: 1
sky130_fd_sc_hd__nor4_2: 1
sky130_fd_sc_hd__mux2_2: 2
sky130_fd_sc_hd__mux2_4: 30
kinds of logic after synthesis:
family / after synthesis / share of synthesized area [%]
simple gates: 2 / 4.48
buf+inv: 3 / 6.37
mux: 32 / 89.2
worst max-delay path, delay by kind of cell:
kind,cells,cell delay [ns]
and+or+nand+nor,2,0.71
buffers and inverters,3,1.17
muxes,1,0.30
per-layer routing:
metal  vias to the layer above  GRT usage (%)  share of wire [%]
li1                        343              -                  -
met1                       281           9.23                 38
met2                        57           13.8                 46
met3                         0           3.75                 16
met4                         0              0                  0
met5                         -              0                  0
stage by stage:
stage          area [um^2]  utilization [%]
6_report              1600             46.7
4_1_cts               1600             46.7
2_1_floorplan          531                -
3_3_place_gp          1600             46.7
3_5_place_dp          1600             46.7
5_1_grt               1600             46.7
Power is estimated from default activity; no workload was simulated.
